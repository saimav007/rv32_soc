[design.v]
`timescale 1ns / 1ps
module pc(
    input clk,rst,pc_en,
    input [31:0] next_pc,   
    output reg [31:0] pc
);
    always@(posedge clk or posedge rst)
    begin
        if(rst)
            pc<=0;
        else if(pc_en)
            pc<=next_pc;
    end
endmodule
module pc_update(input [31:0]pc, branch_target_pc, pc_jump_addr, 
                 input jump_en, btb_pc_valid, btb_pc_predictTaken,
                 output reg [31:0]next_pc);
wire [1:0]sel = {jump_en,btb_pc_valid && btb_pc_predictTaken};
wire [31:0]pc_plus_four=pc+32'd4;
always@(*)begin 
next_pc <= (sel==2'd0) ? pc_plus_four:
           (sel==2'd1) ? branch_target_pc:
           (sel==2'd2) ? pc_jump_addr: pc_jump_addr;
end
endmodule 
`timescale 1ns / 1ps
module Instruction_Mem(
    input [31:0] pc,
    input rst,
    input pc_en, flush,
    output reg [31:0] instruction
);
    reg [31:0] Memory [0:1023]; 
    integer i;
    initial begin
        Memory [0] <= 32'h01E50533;
        Memory [1] <= 32'h00B60693;
        Memory [2] <= 32'h02C58533;
        Memory [3] <= 32'h01460593;
        Memory [4] <= 32'h00E78733;
        Memory [5] <= 32'h028786B3;
        Memory [6] <= 32'h00080867;
        Memory [7] <= 32'h12080867;
        Memory [8] <= 32'h00A4A823;
        Memory [9] <= 32'h01B7A6A3;
        Memory [10] <= 32'h014000EF;
        Memory [11] <= 32'h000005EF;
        Memory [12] <= 32'h0200006F;
        Memory [13] <= 32'h000002EF;
        Memory [14] <= 32'h00C80693;
        Memory [15] <= 32'h00B909B3;
        Memory [16] <= 32'h41F70733;
        Memory [17] <= 32'h01B807B3;
        Memory [18] <= 32'h000005EF;
        Memory [19] <= 32'h000002EF;
        Memory [20] <= 32'h00A80863;
        Memory [21] <= 32'h02450833;
        Memory [22] <= 32'h00C60693;
        Memory [23] <= 32'h01A88863;
        Memory [24] <= 32'h02478933;
        Memory [25] <= 32'h00B50533;
        Memory [26] <= 32'h00B50593;
        Memory [27] <= 32'h02C40833;
        Memory [28] <= 32'h01F70533;
        Memory [29] <= 32'h01A78733;
        Memory [30] <= 32'h00C78863;
        Memory [31] <= 32'h014000EF;
        Memory [32] <= 32'h00C50533;
        Memory [33] <= 32'h01050533;
        Memory [34] <= 32'h01850533;
        Memory [35] <= 32'h00F80893;
        Memory [36] <= 32'h02360863;
        Memory [37] <= 32'h0374C963;
        Memory [38] <= 32'h01C0006F;
        Memory [39] <= 32'h000003EF;
        Memory [40] <= 32'h000007EF;
        Memory [41] <= 32'h000006EF;
        Memory [42] <= 32'h000005EF;
        Memory [43] <= 32'h000001EF;
        Memory [44] <= 32'h000002EF;
        Memory [45] <= 32'h000004EF;
        Memory [46] <= 32'h02A60613;
        Memory [47] <= 32'h00880993;
        Memory [48] <= 32'h00C98863;
        Memory [49] <= 32'h03422023;
        Memory [50] <= 32'h00900993;
        Memory [51] <= 32'h00A52793;
        Memory [52] <= 32'h02C48563;
        Memory [53] <= 32'h01E42023;
        Memory [54] <= 32'h02078693;
        Memory [55] <= 32'h01088733;
        Memory [56] <= 32'h01090993;
        Memory [57] <= 32'h01480993;
        Memory [58] <= 32'h01880993;
        Memory [59] <= 32'h01C80993;
        Memory [60] <= 32'h02080993;
        Memory [61] <= 32'h02480993;
        Memory [62] <= 32'h02880993;
        Memory [63] <= 32'h02C80993;
        Memory [64] <= 32'h03080993;
        Memory [65] <= 32'h03480993;
        Memory [66] <= 32'h03880993;
        Memory [67] <= 32'h03C80993;
        Memory [68] <= 32'h41E50533;
        Memory [69] <= 32'h00A78793;
        Memory [70] <= 32'h01F707B3;
        Memory [71] <= 32'h08F007E7;
        Memory [72] <= 32'h00780493;
        Memory [73] <= 32'h01E40793;
        Memory [74] <= 32'h02D70733;
        Memory [75] <= 32'h00C78763;
        Memory [76] <= 32'h00B0006F;
        Memory [77] <= 32'h0100006F;
        Memory [78] <= 32'h0200006F;
        Memory [79] <= 32'h0300006F;
        Memory [80] <= 32'h0400006F;
        Memory [81] <= 32'h000001B7;
        Memory [82] <= 32'h000002B7;
        Memory [83] <= 32'h000003B7;
        Memory [84] <= 32'h000004B7;
        Memory [85] <= 32'h000005B7;
        Memory [86] <= 32'h00A88863;
        Memory [87] <= 32'h00B88963;
        Memory [88] <= 32'h00C92023;
        Memory [89] <= 32'h00DA2023;
        Memory [90] <= 32'h00450593;
        Memory [91] <= 32'h00E505B3;
        Memory [92] <= 32'h01A60613;
        Memory [93] <= 32'h02660613;
        Memory [94] <= 32'h03260613;
        Memory [95] <= 32'h03E60613;
        Memory [96] <= 32'h0000006F;
        Memory [97] <= 32'h00000097;
        Memory [98] <= 32'h00000013;
        Memory [99] <= 32'h00000067;
        Memory [100] <= 32'h00000073;
        Memory [101] <= 32'h000000B3;
end
    always @(*) begin
        if (rst)
              instruction <= 0;
        else if(pc_en)
            instruction <= Memory[pc>>2 & 32'b111111111];
        else if(flush)
            instruction <= 0;
    end
endmodule
module fetch_stage(input clk,rst,pc_en, flush,jump_en, btb_pc_valid, btb_pc_predictTaken, 
                   input [31:0]pc_jump_addr, branch_target_pc,
                   output [31:0] instruction, pc);
wire [31:0] next_pc;
pc m1(clk, rst, pc_en, next_pc, pc);
pc_update m2(pc, branch_target_pc, pc_jump_addr, jump_en, btb_pc_valid, btb_pc_preditTaken,next_pc);
Instruction_Mem m3(pc, rst, pc_en, flush, instruction);
endmodule   
[run.sh]
#!/bin/bash
# OpenROAD 26Q1-2900-gdf79404cd8, Yosys 0.63+post, stock flow scripts
make -C /OpenROAD-flow-scripts/flow DESIGN_CONFIG=/design/flow/config.mk WORK_HOME=/design/flow/orfs finish
[config.mk]
export PLATFORM = sky130hd
export DESIGN_NAME = fetch_stage
export DESIGN_NICKNAME = fetch_stage
export VERILOG_FILES = /design/flow/design.v
export SDC_FILE = /design/flow/constraint.sdc
export NUM_CORES = 4
export LEC_CHECK = 1
export CORE_UTILIZATION = 50
export SYNTH_MEMORY_MAX_BITS = 65536
[constraint.sdc]
current_design fetch_stage

set clk_period 6.1
set clk_io_pct 0.2

create_clock -name clk0 -period $clk_period [get_ports {clk}]

set non_clock_inputs [all_inputs -no_clocks]
set_input_delay [expr $clk_period * $clk_io_pct] -clock clk0 $non_clock_inputs
set_output_delay [expr $clk_period * $clk_io_pct] -clock clk0 [all_outputs]
==> Changelog: implementation <==
### Implementation results

* Most instantiated logic cell after routing: clkdlybuf4s50_1
* Pin count of the biggest net entering global routing at 86
* Remaining Overflow, GRT at 0
* LEAKAGE at around 2.3 nW
* Remaining DRCs at 0
* Layout Skew at ~0.0074 ns
* Endpoints left unconstrained at between 50 and 60
* Largest logic family: AND-OR/OR-AND gates
* Worst-Margin Slew at about 0.93 ns
* CP arrival at 3.43 ns
* Vias at 5914
* Post-Syn Area at roughly 5000 um2
* AO/OA Area Share at 34.9%
* Max Cap Viol at 0
* Crit-path leading delay family: buffers and inverters
* H-tree Lvls at 2
* Adder share at approximately 4.7%
* Max stage delay on crit path at 0.61 ns
* Chip footprint at approximately 10000 um2
* Final period utilization at 52.8%
* Register Area at approximately 1200 um2
* CP Capture Type: flop
* Synth mux share at under 10%
* Clk pin slew, worst setup/hold paths at roughly 0.070 ns
* Worst Setup SP: jump_en
* DRT Pass-1 Iters at 5
* Total track usage at 37.7%
* Class of the most critical setup path: in2reg
* Netlist cell types at 72
* # Post-CTS Setup Buffers at 0
* Pre-Place Util at around 52%
* Worst slew margin at 38.0%
* Vert. Die Dim at ~100 um
* Placed cells at 877
* Final cell count without fillers at a little under 900
* Share of post-route cells with drive strength above 1 at about 5.5%
* Pre-CTS setup slack at ~2.6 ns
* Highest clock rate at 310 MHz
* Min Tclk post-route at between 3 and 4 ns
* Top cells by area: dfrtp_1 (16%), dlxtn_1 (8.4%), a21oi_1 (7.1%), o21ai_0 (6.9%), ha_1 (4.7%)
* GPL Wtd Cong at 1.04
* Number of global-route vias before repair at 5382
* Peak supply drop at roughly 170 uV
* Hold Crit Start: m1.pc[0]$_DFFE_PP0P_
* Setup violators final at 0
* R2R depth at 7
* Number of diodes at 0
* Logic area at about 3400 um2
* Global-route wire length before repair at 29300 um
* Xor/xnor share at 0%
* Routed WL per cell at about 21 um
* IO Pins at roughly 140
* Status: complete, no violations
* Die Width at between 100 and 150 um
* Count of tool warnings at ~76
* Synth area leader: dfrtp_1
* Final worst setup slack at ~2.9 ns
* Crit path depth at 6
* Clock Tree Buf Depth at 2
* Number of enable flip-flop cells at 0
* Initial antenna violation count at 0
* Area delta synth->final at 19.8%
* Core Box Area at just under 10000 um2
* WHS Path Cells at 2
* Final hold vios at 0
* Yosys chip area at between 5000 and 6000 um2
* Syn_area_per_cell at roughly 7 um2
* Worst Path Buf+Inv at 3
* Most numerous logic cells after layout: clkdlybuf4s50_1 (97), a21oi_1 (71), o21ai_0 (69)
* CTS root buf: clkbuf_8
* Registers, synthesis at about 60
* Crit-path max FO at 41
* Number of port buffers at between 90 and 100
* # rows at 36
* Cts repair resizes at 0
* Cell count in the Yosys report at between 700 and 800
* TNS Setup at 0 ns
* Num CTS Buffers at 5
* Register pins left without a clock at 28
* Hold buffer count at cts at 0
* HP Class: reg2reg
* CP required at 6.31 ns
* Clock tree from TritonCTS: done
* Dominant Register Cell: dfrtp_1
* Routed WL at approximately 19000 um
* Vias/cell at about 6.7
* Latency at later pin at between 0.2 and 0.3 ns
* Crit start category: primary input
* Max Transition Viols Final at 0
* Crit path cell chain: clkdlybuf4s50_1 -> buf_4 -> inv_1 -> nand2_1 -> or4_1 -> nand3_1
* Simple Share, Synth at between 20% and 30%
* Mapped Cells at 703
* Number of fill cells in the layout at 890
* RSZ-0062 raised after global routing: no
* Initial drt markers at 746
* DP HPWL at 12600 um
* DRT antenna net count at 0
* Worst R2R Start: m1.pc[3]$_DFFE_PP0P_
* P per Cell Area at 211 nW/um2
* Ys async rst share at 53.3%
* Top cell area share at between 10% and 20%
* Slowest-stage cell, CP: inv_1
* YS warnings at 5
## worst register-to-register path: stages, from the launching register on
cell and delay, ns:
dfrtp_1 0.62, buf_4 0.31, ha_1 0.65, nand4_2 0.32
nor3_1 0.44, nand3_1 0.20, a311o_1 0.39, a41oi_1 0.19
## final cells by class
cell class / instances / area share, %
sequential: 60 / 20.4
timing repair buffer: 109 / 17.6
inverter: 18 / 1.12
multi-input combinational: 557 / 56.8
clock buffer: 7 / 1.27
clock inverter: 1 / 0.0832
tap: 133 / 2.77
## state kept, by name, indices dropped and copies added (netlist names)
name            count
m1.pc              32
m3.instruction     28
## synth_stat cells (17+ instances only)
library cell and number:
clkbuf_1 36, dlxtn_1 28, inv_1 17, nor2b_1 18, buf_2 20, dfrtp_1 32
a211oi_1 17, nor3_1 29, nor2_1 61, ha_1 19, nand2_1 57, a21oi_1 71
o21ai_0 69, nand2b_1 19, nand3_1 25
## metrics by stage
step | util (%) | total power [mW] | hold WS (ns) | area (um2)
after floorplan | - | 0.817 | 0.421 | 5030
after global placement | 61.0 | 1.08 | 0.460 | 5930
after detailed placement | 61.0 | 1.07 | 0.471 | 5930
after CTS | 61.8 | 1.24 | 0.487 | 6010
after global routing | 61.8 | 1.34 | 0.520 | 6010
final | 61.8 | 1.27 | 0.478 | 6010
## cells by family (layout without fill, tap and decap cells)
| group | after synthesis | in the layout |
|---|---|---|
| AND-OR/OR-AND | 274 | 274 |
| adder cells (fa/ha/maj) | 19 | 19 |
| buffers and inverters | 88 | 135 |
| flip-flops | 32 | 32 |
| latches | 28 | 28 |
| multiplexers | 10 | 10 |
| other | 1 | 3 |
| AND/OR/NAND/NOR | 251 | 251 |
## metal layers
metal | GRT usage (%) | vias up | share of wire, %
li1 | - | 2710 | -
met1 | 53.7 | 2666 | 39
met5 | 0 | - | 0
met3 | 5.56 | 90 | 10
met4 | 18.9 | 0 | 6.5
met2 | 57.0 | 448 | 44
## worst paths after layout
kind	to	slack [ns]
max in group asynchronous	m1.pc[5]$_DFFE_PP0P_	4.26
worst max-delay path	m1.pc[26]$_DFFE_PP0P_	2.88
min in group asynchronous	m1.pc[8]$_DFFE_PP0P_	1.23
worst max register to register	m1.pc[19]$_DFFE_PP0P_	2.89
worst min register to register	m1.pc[0]$_DFFE_PP0P_	0.48
worst min-delay path	m1.pc[0]$_DFFE_PP0P_	0.48
## power breakdown
group	switching [mW]	internal [mW]
Clock	0.0784	0.0800
Combinational	0.499	0.300
Sequential	0.0556	0.254
Power figures rest on the tool's default switching activity, not on a simulated workload.
